==> flow/design.v <==
`timescale 1ns / 1ps
module model1
    #(parameter N=4, q=10)
    (
    input clk,
    input reset_n,
    input [N*q - 1:0] c1,
    input [N-1:0] r2,
    input [N*q - 1:0] c2,
    output reg [N*q - 1:0] out
    );
    reg [q-1:0] c1_1,c1_2,c1_3,c1_4;
    reg [N-1:0] r2_1;
    reg [q-1:0] c2_1,c2_2,c2_3,c2_4;
    always @(posedge clk)
    begin
    if(reset_n == 1'b0)
        begin
            out <= 40'd0;
        end
    else
        begin
            c1_1 <= c1[  q - 1:0*q];
            c1_2 <= c1[2*q - 1:1*q];
            c1_3 <= c1[3*q - 1:2*q];
            c1_4 <= c1[4*q - 1:3*q];
            c2_1 <= c2[  q - 1:0*q];
            c2_2 <= c2[2*q - 1:1*q];
            c2_3 <= c2[3*q - 1:2*q];
            c2_4 <= c2[4*q - 1:3*q];
            r2_1 <= r2;
            out[4*q - 1:3*q] <= ((r2_1[0])?c1_4:0) + ((r2_1[1])?c1_3:0) + ((r2_1[2])?c1_2:0) + ((r2_1[3])?c1_1:0) + c2_4 ;
            out[3*q - 1:2*q] <= ((r2_1[0])?c1_3:0) + ((r2_1[1])?c1_2:0) + ((r2_1[2])?c1_1:0) - ((r2_1[3])?c1_4:0) + c2_3 ;
            out[2*q - 1:1*q] <= ((r2_1[0])?c1_2:0) + ((r2_1[1])?c1_1:0) - ((r2_1[2])?c1_4:0) - ((r2_1[3])?c1_3:0) + c2_2 ;  
            out[  q - 1:0*q] <= ((r2_1[0])?c1_1:0) - ((r2_1[1])?c1_4:0) - ((r2_1[2])?c1_3:0) - ((r2_1[3])?c1_2:0) + c2_1 ;
        end
    end
endmodule
==> flow/run.sh <==
#!/bin/bash
# OpenROAD 26Q1-2900-gdf79404cd8, Yosys 0.63+post, stock flow scripts
make -C /OpenROAD-flow-scripts/flow DESIGN_CONFIG=/design/flow/config.mk WORK_HOME=/design/flow/orfs finish
==> flow/config.mk <==
export PLATFORM = sky130hd
export DESIGN_NAME = model1
export DESIGN_NICKNAME = model1
export VERILOG_FILES = /design/flow/design.v
export SDC_FILE = /design/flow/constraint.sdc
export NUM_CORES = 4
export LEC_CHECK = 1
export CORE_UTILIZATION = 30
==> flow/constraint.sdc <==
current_design model1

set clk_period 5.8
set clk_io_pct 0.2

create_clock -name clk0 -period $clk_period [get_ports {clk}]

set non_clock_inputs [all_inputs -no_clocks]
set_input_delay [expr $clk_period * $clk_io_pct] -clock clk0 $non_clock_inputs
set_output_delay [expr $clk_period * $clk_io_pct] -clock clk0 [all_outputs]
==> run notes <==
run results: Placement Rows 62, initial antenna violation count 2, Critical Path, Cell by Cell nand2_1 > fa_1 > fa_1 > fa_1 > inv_1 > ha_1 > fa_1 > a211oi_1 > o21bai_1 > a31oi_1 > xnor2_1 > and2_1, Reg2Reg Depth 12, H-tree Lvls 4, Routed WL about 19 mm, CTS tree yes, Post-Synthesis Cells 807, Post-CTS Setup Bufs 0, Simple Share, Synth 0.135, final slew viol count 0, post-synth area from yosys stat 8750 um2, RSZ-0062 raised after global routing false, Final Hold Fails 0, Post-route DRC 0, CP arrival 4.43 ns, CP required 6.10 ns, # diodes 0, cycle use final 0.712, post-synthesis mux area share 0.00572, cell taking the most area after synthesis edfxtp_1, CP Buf/Inv Count 1, GRT Residual Overflow 0, final core utilization 0.384, Max Freq 242 MHz, vias in the first global route 5,691, reg2reg end out[39], Clock Skew approximately 0.0079 ns, most frequent logic cell in the layout inv_1, crit path time final 4.13 ns, Port Buf Inserts 125, number of fillers in the final layout 2,822, Post-Syn Area 8750 um2, worst slew pin tran just under 0.5 ns, GR Util All Layers 0.139, vias after detailed routing 5,642, first-pass GRT wire length about 30 mm, CTS resizes 0, worst min path class reg -> reg, final RePlAce weighted congestion 0.863, Pleak ~4.8 nW, crit-path leading delay family adder cells, Yosys Instances between 800 and 900, Detail Placement HPWL 14.4 mm, floorplan core density 0.305, peak supply drop 0.207 mV, clk buf depth 2, critical path startpoint category flop, yosys aoi share 0.0540, Iter 0 DRT Violations 260, Pwr Density 414 nW/um2, largest net degree at the start of global routing 42, status complete, no violations, Top area cell types edfxtp_1 (29%), fa_1 (24%), dfxtp_1 (9.1%), via/cell ratio ~4.2, comb area leader adder cells, root buf cell clkbuf_16, DIE HEIGHT 173 um, Crit path top cell by count fa_1, Yosys Warn Count 1, Max Cap Viol 0, Max transition margin 0.670, CTS Buf Count 17, most frequent cells in the layout inv_1 (175), clkdlybuf4s50_1 (124), fa_1 (105), and2_1 (95), edfxtp_1 (84), Setup CP Type reg -> reg, R2R Path Start r2_1[2], WL per Instance between 10 and 15 um, Setup crit end out[39], stages on the worst setup path 12, FF-to-FF setup slack between 1.5 and 2 ns, Area Overhead vs Synth 25.8%, OpenROAD warnings 25, DIE AREA 29,900 um2, Adder Share, Synth 0.297, TNS Setup 0 ns, # IOs about 130, CP peak stage delay 0.62 ns, critical path launch point r2_1[2], CP max FO 15, average size of a mapped cell 10.8 um2, Post-synth regs 124, worst skew pair latency 0.41 ns, post-synthesis sequential area ratio 0.380, post-route ant nets 0, chip width around 170 um, # clock sinks 124, Unique cell types 40, CP Capture Type flop, Worst path slowest cell edfxtp_1, core area 28,700 um2, CTS clk-pin slew, worst paths 0.06 ns, fraction of layout cells with a size suffix above 1 0.0412, hold_buf cts 0, Dominant cell area share 0.288, XORs/XNORs by Area 0.0423, final setup fails 0, TritonRoute pass-1 iters 4
==> metal layers <==
metal / routed length, um / share of wire / GRT usage
met4: 117 / 0.0062 / 0.00922
met3: 1590 / 0.085 / 0.0556
met5: 24 / 0.0013 / 0
met2: 9030 / 0.48 / 0.215
met1: 8070 / 0.43 / 0.203
==> cell usage after synthesis (all sizes together) <==
master / n
ha: 40
a21oi: 17
nand2: 80
o31a: 1
xor2: 5
and4: 1
clkbuf: 18
inv: 175
nor2b: 2
nor3b: 3
o211ai: 2
dfxtp: 40
buf: 4
or3: 10
mux2i: 5
o2111a: 1
nand4: 1
o21a: 3
o21bai: 5
nor3: 4
nor2: 16
nand2b: 5
a21o: 12
o21ai: 17
nand3: 7
nor4: 4
and2: 95
a31oi: 2
xnor2: 27
xnor3: 4
fa: 105
a211oi: 8
a311o: 4
edfxtp: 84
==> power by group <==
group	internal [mW]	total (mW)	leakage (nW)	switching, mW
clock network	0.656	1.04	0.282	0.384
logic	1.15	2.32	3.38	1.17
registers	1.13	1.20	1.16	0.0750
==> flip-flops by register name, summed over array words and instances (netlist names) <==
register	cells
c1_2	10
c2_4	10
c2_2	10
c1_1	10
out	40
c1_3	10
r2_1	4
c2_1	10
c2_3	10
c1_4	10
==> through the flow <==
step,instance area (um2),hold slack (ns),power (mW),setup WS (ns),cells
final,11000,0.593,4.56,1.67,1331
after global routing,11000,0.608,4.99,1.40,1331
after CTS,11000,0.595,4.63,1.67,1331
after detailed placement,10400,0.578,3.55,1.69,1301
after global placement,10400,0.572,3.53,1.72,1301
after floorplan,8750,0.552,2.82,1.79,807
==> area by class of cell <==
type                            instances  area, um2  area share
Multi-Input combinational cell        486       4680       0.425
Clock inverter                          6       57.6     0.00523
Inverter                              175        657      0.0596
Sequential cell                       124       3320       0.302
Tap cell                              384        480      0.0436
Clock buffer                           24        514      0.0467
Timing Repair Buffer                  132       1300       0.118
==> kinds of logic after synthesis <==
kind of cell	count (synthesis)
AND-OR/OR-AND	72
XOR/XNOR	36
adder cells (fa/ha/maj)	145
buffers and inverters	197
flip-flops	124
multiplexers	5
AND/OR/NAND/NOR	228
==> worst register-to-register path: stages (launching register included) <==
cell and delay (ns):
edfxtp_1 0.62, nand2_1 0.15, fa_1 0.57, fa_1 0.44, fa_1 0.49, inv_1 0.04, ha_1 0.20, fa_1 0.49
a211oi_1 0.43, o21bai_1 0.13, a31oi_1 0.21, xnor2_1 0.08, and2_1 0.16
==> worst min-delay path by stage <==
stage	startpoint	endpoint	slack [ns]	cells after the start
after CTS	c2_4[0]	out[30]	0.59	2
after global routing	c2_4[0]	out[30]	0.61	2
final	c2_4[0]	out[30]	0.59	2
Power is estimated from default activity; no workload was simulated.
