$ cat flow/design.v
`timescale 1ns / 1ps
module model2
    #(parameter N=8, q=10)
    (
    input clk,
    input reset_n,
    input [N*q - 1:0] c1,
    input [N-1:0] r2,
    input [N*q - 1:0] c2,
    output reg [N*q - 1:0] out,
    input [3:0] a
    );
    reg read_clk,write_clk;
    wire [3:0] b;
    reg [q-1:0] c1_1,c1_2,c1_3,c1_4,c1_5,c1_6,c1_7,c1_8;
    reg [N-1:0] r2_1;
    reg [q-1:0] c2_1,c2_2,c2_3,c2_4,c2_5,c2_6,c2_7,c2_8;
    reg [q-1:0] stage1_1_1,stage1_1_2,stage1_1_3,stage1_1_4;
    reg [q-1:0] stage1_2_1,stage1_2_2,stage1_2_3,stage1_2_4;
    reg [q-1:0] stage1_3_1,stage1_3_2,stage1_3_3,stage1_3_4;
    reg [q-1:0] stage1_4_1,stage1_4_2,stage1_4_3,stage1_4_4;
    reg [q-1:0] stage1_5_1,stage1_5_2,stage1_5_3,stage1_5_4;
    reg [q-1:0] stage1_6_1,stage1_6_2,stage1_6_3,stage1_6_4;
    reg [q-1:0] stage1_7_1,stage1_7_2,stage1_7_3,stage1_7_4;
    reg [q-1:0] stage1_8_1,stage1_8_2,stage1_8_3,stage1_8_4;
    reg [q-1:0] stage2_1_1,stage2_1_2;
    reg [q-1:0] stage2_2_1,stage2_2_2;
    reg [q-1:0] stage2_3_1,stage2_3_2;
    reg [q-1:0] stage2_4_1,stage2_4_2;
    reg [q-1:0] stage2_5_1,stage2_5_2;
    reg [q-1:0] stage2_6_1,stage2_6_2;
    reg [q-1:0] stage2_7_1,stage2_7_2;
    reg [q-1:0] stage2_8_1,stage2_8_2;
    reg [q-1:0] stage3_1;
    reg [q-1:0] stage3_2;
    reg [q-1:0] stage3_3;
    reg [q-1:0] stage3_4;
    reg [q-1:0] stage3_5;
    reg [q-1:0] stage3_6;
    reg [q-1:0] stage3_7;
    reg [q-1:0] stage3_8;
    assign b = -a;
    always @(posedge clk)
    begin
    if(reset_n == 1'b0)
        begin
            out <= 40'd0;
        end
    else
        begin
            c1_1 <= c1[  q - 1:0*q];
            c1_2 <= c1[2*q - 1:1*q];
            c1_3 <= c1[3*q - 1:2*q];
            c1_4 <= c1[4*q - 1:3*q];
            c1_5 <= c1[5*q - 1:4*q];
            c1_6 <= c1[6*q - 1:5*q];
            c1_7 <= c1[7*q - 1:6*q];
            c1_8 <= c1[8*q - 1:7*q];
            c2_1 <= c2[  q - 1:0*q];
            c2_2 <= c2[2*q - 1:1*q];
            c2_3 <= c2[3*q - 1:2*q];
            c2_4 <= c2[4*q - 1:3*q];
            c2_5 <= c2[5*q - 1:4*q];
            c2_6 <= c2[6*q - 1:5*q];
            c2_7 <= c2[7*q - 1:6*q];
            c2_8 <= c2[8*q - 1:7*q];
            r2_1 <= r2;
            stage1_1_4 <= ((r2_1[0])?c1_8:0) + ((r2_1[1])?c1_7:0);
            stage1_1_3 <= ((r2_1[2])?c1_6:0) + ((r2_1[3])?c1_5:0);
            stage1_1_2 <= ((r2_1[4])?c1_4:0) + ((r2_1[5])?c1_3:0);
            stage1_1_1 <= ((r2_1[6])?c1_2:0) + ((r2_1[7])?c1_1:0);
            stage1_2_4 <= ((r2_1[0])?c1_7:0) + ((r2_1[1])?c1_6:0);
            stage1_2_3 <= ((r2_1[2])?c1_5:0) + ((r2_1[3])?c1_4:0);
            stage1_2_2 <= ((r2_1[4])?c1_3:0) + ((r2_1[5])?c1_2:0);
            stage1_2_1 <= ((r2_1[6])?c1_1:0) - ((r2_1[7])?c1_8:0);
            stage1_3_4 <= ((r2_1[0])?c1_6:0) + ((r2_1[1])?c1_5:0);
            stage1_3_3 <= ((r2_1[2])?c1_4:0) + ((r2_1[3])?c1_3:0);
            stage1_3_2 <= ((r2_1[4])?c1_2:0) + ((r2_1[5])?c1_1:0);
            stage1_3_1 <= ((r2_1[6])?c1_8:0) + ((r2_1[7])?c1_7:0);
            stage1_4_4 <= ((r2_1[0])?c1_5:0) + ((r2_1[1])?c1_4:0);
            stage1_4_3 <= ((r2_1[2])?c1_3:0) + ((r2_1[3])?c1_2:0);
            stage1_4_2 <= ((r2_1[4])?c1_1:0) - ((r2_1[5])?c1_8:0);
            stage1_4_1 <= ((r2_1[6])?c1_7:0) + ((r2_1[7])?c1_6:0);
            stage1_5_4 <= ((r2_1[0])?c1_4:0) + ((r2_1[1])?c1_3:0);
            stage1_5_3 <= ((r2_1[2])?c1_2:0) + ((r2_1[3])?c1_1:0);
            stage1_5_2 <= ((r2_1[4])?c1_8:0) + ((r2_1[5])?c1_7:0);
            stage1_5_1 <= ((r2_1[6])?c1_6:0) + ((r2_1[7])?c1_5:0);
            stage1_6_4 <= ((r2_1[0])?c1_3:0) + ((r2_1[1])?c1_2:0);
            stage1_6_3 <= ((r2_1[2])?c1_1:0) - ((r2_1[3])?c1_8:0);
            stage1_6_2 <= ((r2_1[4])?c1_7:0) + ((r2_1[5])?c1_6:0);
            stage1_6_1 <= ((r2_1[6])?c1_5:0) + ((r2_1[7])?c1_4:0);
            stage1_7_4 <= ((r2_1[0])?c1_2:0) + ((r2_1[1])?c1_1:0);
            stage1_7_3 <= ((r2_1[2])?c1_8:0) + ((r2_1[3])?c1_3:0);
            stage1_7_2 <= ((r2_1[4])?c1_6:0) + ((r2_1[5])?c1_5:0);
            stage1_7_1 <= ((r2_1[6])?c1_4:0) + ((r2_1[7])?c1_7:0);
            stage1_8_4 <= ((r2_1[0])?c1_1:0) - ((r2_1[1])?c1_8:0);
            stage1_8_3 <= ((r2_1[2])?c1_7:0) + ((r2_1[3])?c1_6:0);
            stage1_8_2 <= ((r2_1[4])?c1_5:0) + ((r2_1[5])?c1_4:0);
            stage1_8_1 <= ((r2_1[6])?c1_3:0) + ((r2_1[7])?c1_2:0);
            stage2_1_2 <= stage1_1_4 + stage1_1_3;
            stage2_1_1 <= stage1_1_2 + stage1_1_1;
            stage2_2_2 <= stage1_2_4 + stage1_2_3;
            stage2_2_1 <= stage1_2_2 + stage1_2_1;
            stage2_3_2 <= stage1_3_4 + stage1_3_3;
            stage2_3_1 <= stage1_3_2 - stage1_3_1;
            stage2_4_2 <= stage1_4_4 + stage1_4_3;
            stage2_4_1 <= stage1_4_2 - stage1_4_1;
            stage2_5_2 <= stage1_5_4 + stage1_5_3;
            stage2_5_1 <= stage1_5_2 + stage1_5_1;
            stage2_6_2 <= stage1_6_4 + stage1_6_3;
            stage2_6_1 <= stage1_6_2 + stage1_6_1;
            stage2_7_2 <= stage1_7_4 - stage1_7_3;
            stage2_7_1 <= stage1_7_2 + stage1_7_1;
            stage2_8_2 <= stage1_8_4 - stage1_8_3;
            stage2_8_1 <= stage1_8_2 + stage1_8_1;
            stage3_1 <= stage2_1_2 + stage2_1_1;
            stage3_2 <= stage2_2_2 + stage2_2_1;
            stage3_3 <= stage2_3_2 + stage2_3_1;
            stage3_4 <= stage2_4_2 + stage2_4_1;   
            stage3_5 <= stage2_5_2 - stage2_5_1;
            stage3_6 <= stage2_6_2 - stage2_6_1;
            stage3_7 <= stage2_7_2 - stage2_7_1;
            stage3_8 <= stage2_8_2 - stage2_8_1;
            out[8*q - 1:7*q] <=  stage3_1 + c2_8 ;
            out[7*q - 1:6*q] <=  stage3_2 + c2_7 ;
            out[6*q - 1:5*q] <=  stage3_3 + c2_6 ;  
            out[5*q - 1:4*q] <=  stage3_4 + c2_5 ; 
            out[4*q - 1:3*q] <=  stage3_5 + c2_4 ;
            out[3*q - 1:2*q] <=  stage3_6 + c2_3 ;
            out[2*q - 1:1*q] <=  stage3_7 + c2_2 ;  
            out[  q - 1:0*q] <=  stage3_8 + c2_1 ;        
        end
    end
endmodule
$ cat flow/run.sh
#!/bin/bash
# OpenROAD 26Q1-2900-gdf79404cd8, Yosys 0.63+post, stock flow scripts
make -C /OpenROAD-flow-scripts/flow DESIGN_CONFIG=/design/flow/config.mk WORK_HOME=/design/flow/orfs finish
$ cat flow/config.mk
export PLATFORM = sky130hd
export DESIGN_NAME = model2
export DESIGN_NICKNAME = model2
export VERILOG_FILES = /design/flow/design.v
export SDC_FILE = /design/flow/constraint.sdc
export NUM_CORES = 4
export LEC_CHECK = 1
export CORE_UTILIZATION = 50
$ cat flow/constraint.sdc
current_design model2

set clk_period 6.7
set clk_io_pct 0.2

create_clock -name clk0 -period $clk_period [get_ports {clk}]

set non_clock_inputs [all_inputs -no_clocks]
set_input_delay [expr $clk_period * $clk_io_pct] -clock clk0 $non_clock_inputs
set_output_delay [expr $clk_period * $clk_io_pct] -clock clk0 [all_outputs]
==> notes.md <==
Entry: Yosys synthesis followed by OpenROAD place and route.

Setup path:
- By startpoint and endpoint, the worst setup path is classified as reg -> reg.
- STA puts the critical path data arrival time at 3980 ps.
- On the critical path the largest part of the delay comes from AND-OR/OR-AND gates.
- The run gives the required time at the endpoint of the critical path as 7140 ps.
- The run puts the largest stage delay on the critical path at 670 ps.
- The run puts the maximum fanout encountered on the critical timing path at 69.
- Counting stages on the worst path, the most repeated cell is o21ai_0.
- The run gives the combined buffer and inverter count along the critical path as 2.
- The run gives the kind of start point of the critical path as a register.
- The worst setup path is captured at a register.
- Looking at the critical path, the single cell with the biggest stage delay is buf_4.
- The report lists the cells along the critical path as buf_4 -> and2_1 -> ha_1 -> inv_1 -> fa_1 -> nor2b_1 -> o21ai_0 -> a21boi_0 -> o21ai_0 -> a22oi_1 -> xor2_1.

Layout:
- The run puts the area growth from synthesis to final layout at 15.4%.
- The run gives the post-layout instance area as 59200 um^2.
- The run gives the fraction of layout cells with a size suffix above 1 as 0.0480.
- Ranking logic cells in the layout by count gives the top entries 728 x edfxtp_1, 570 x ha_1, 516 x and2_1.
- Ranked by flip-flop count, first place goes to out.
- The register with the most flip-flops in the layout has 80 of them.
- By instance count after routing, the leading logic cell type is edfxtp_1.

CTS:
- The run gives the number of post-CTS setup repair buffers as 0.
- The run puts the number of buffers inserted for hold repair after clock tree synthesis at 0.
- The run gives the TritonCTS sink count as 808.
- The run gives the TritonCTS buffer count as 93.
- After clock tree synthesis, the clock-pin slew on the worst setup and hold paths is 60 ps.
- The run puts the post-cts resize count at 0.
- In this run the clock root is driven by a clkbuf_16.
- The run gives the H-tree depth as 3.
- CTS reports a maximum clock tree buffer depth of 3.
- TritonCTS built the clock tree.
- At the later pin of the worst-skew pair, clock insertion delay measures 700 ps.

GRT:
- The initial antenna violation count is 33.
- For this run the aggregate overflow at the end of global routing stands at 0.
- Entering global routing, the biggest net connects 131 pins.
- The run gives the overall routing resource usage as 0.276.
- The run gives the wire length of the first global-routing pass as 196000 um.
- The run puts the number of global-route vias before repair at 33900.

Pwr:
- The switching portion of total power comes to 0.312.
- Summed over all nets, the switching power comes to 6.11 mW.
- Across the VDD grid, the largest voltage drop is 0.000253 V.
- The run gives the proportion of power drawn by the clock network as 0.277.
- The run puts the relative contribution of sequential cells to total power at 0.382.
- The run puts the power per standard cell area at 330 nW/um^2.
- Summed over all cells, the static leakage comes to 24.7 nW.
- The run gives the cell-internal power as 13.5 mW.
- Of the total power, combinational logic draws 0.341.

Die:
- The run gives the starting density of the core as 0.505.
- The run gives the number of core rows as 117.
- The run puts the total core area at 102000 um^2.
- The run gives the floorplan die area as 104000 um^2.
- The floorplan step set the die height to 322 um.
- The run gives the die outline width as 322 um.
- The run gives the total I/O pin count as 254.

Final timing:
- Headroom to the max-slew limit came out at 0.346.
- The run gives the total negative slack for setup checks as 0 ps.
- The run gives the final critical-path setup slack as 3170 ps.
- The run puts the worst-case hold slack at 529 ps.
- Setup repair after global routing left no endpoint under its margin.
- Static timing analysis puts the maximum clock frequency at 283 MHz.
- The run gives the count of pins over their slew limit as 0.
- The last timing report of the flow puts the setup violation total at 0.
- The run puts the final critical delay including setup and external delays at 3530 ps.
- The run gives the slew at the pin closest to its max-slew limit as 981 ps.
- The run puts the hold violation total from the final report at 0.
- The run puts the post-route clock skew at 29.3 ps.
- The run puts the share of the clock period used by the worst path after layout at 0.527.

Routing:
- The run puts the number of vias per cell at 5.26.
- Detailed routing inserted a total of 34800 vias.
- The run puts the number of antenna-violating nets in the routed design at 0.
- The run puts the number of iterations in the first detailed-routing pass at 5.
- For this run, design rule violations remaining after detail routing come to 0.
- The routed design has 131000 um of wire.
- The run puts the routed wirelength normalized by instance count at 19.8 um.
- Detailed-route iteration 0 reported a violation count of 2077.

Yosys:
- The run gives the cell taking the most area after synthesis as edfxtp_1.
- The run puts the number of cells in the yosys synthesis report at 4794.
- The run gives the chip area in the Yosys report as 51400 um^2.
- The run puts the average cell area after synthesis at 10.7 um^2.
- The main area contributors are edfxtp_1 43%, ha_1 14%, and2_1 6.3%.
- In the synthesized netlist the dominant register cell turns out to be edfxtp_1.
- The run puts the total of flip-flops plus latches after synthesis at 808.
- The run gives the share of flip-flops with an asynchronous set or reset after synthesis as 0.
- Counting flops with a built-in enable in the synthesized netlist gives 728.
- The run puts the share of the synthesized area in the top cell type at 0.426.
- The run gives the synthesized cell area as 51400 um^2.
- Counting the warning lines in the Yosys log gives 1.
- The run puts the distinct cell type count after synthesis at 59.
- The run puts the synthesized instance count at 4794.
- The run gives the portion of the post-synthesis area used by sequential elements as 0.457.

Place:
- The run gives the instance area at placement as 55900 um^2.
- The run puts the final weighted congestion in routability-driven placement at 0.956.
- The run puts the count of buffers inserted at the top-level ports at 249.
- The run gives the total half-perimeter wirelength after legalization and detailed placement as 90700 um.
- The run puts the worst-case setup slack after placement at 3200 ps.

Job:
- In this run the maximum-capacitance check reported violations numbering 0.
- Summing over the stages, the warning tally comes to 46.

Worst hold path:
- According to the hold report, the worst path is of the reg -> reg type.

Run status:
- The run finished with clean final reports.
-- path summary, 6_finish.rpt --
kind	startpoint	end	slack, ps	depth (start not counted)
worst max-delay path	r2_1[5]	stage1_6_2[8]	3170	11
worst min-delay path	stage1_6_4[0]	stage2_6_2[0]	530	1
worst max register to register	r2_1[5]	stage1_6_2[8]	3170	11
worst min register to register	stage1_6_4[0]	stage2_6_2[0]	530	1
-- metal layers --
layer | global-route usage | part of all wire | vias to the layer above
met5 | 0 | 0 | -
met3 | 0.140 | 0.12 | 182
met1 | 0.402 | 0.42 | 16000
li1 | - | - | 17400
met2 | 0.384 | 0.43 | 1108
met4 | 0.0759 | 0.029 | 0
-- Yosys cell counts, types with 48 or more instances --
cell type / instances
a21boi_0: 48
a21oi_1: 231
and2_1: 516
clkbuf_1: 83
dfxtp_1: 80
edfxtp_1: 728
fa_1: 64
ha_1: 570
inv_1: 512
nand2_1: 248
nor2_1: 215
nor2b_1: 132
nor3_1: 74
o21a_1: 99
o21ai_0: 260
o31ai_1: 59
or3_1: 50
xnor2_1: 322
xor2_1: 185
-- through the flow --
step / total power, mW / cells / util
finish: 19.6 / 6611 / 0.582
global route: 20.9 / 6589 / 0.582
CTS: 19.8 / 6572 / 0.581
detailed placement: 14.2 / 6397 / 0.549
global placement: 14.2 / 6397 / 0.549
floorplan: 12.1 / 4794 / -
-- logic make-up after synthesis --
family,Yosys count,share of synthesized area
mux,3,0.000585
flops,808,0.457
buf+inv,604,0.0444
simple gates,1353,0.141
compound gates,884,0.106
xor+xnor,507,0.0865
fa+ha+maj,635,0.164
-- power groups by stage --
stage	clock (mW)	combinational (mW)	sequential [mW]
after CTS	5.57	6.74	7.50
after global routing	5.74	7.54	7.59
final	5.42	6.67	7.48
-- final cells by class --
class	count	area (um^2)
antenna	39	97.6
inverter	512	1920
fill	8358	42500
multi-input combinational	3382	25600
tap	1368	1710
timing repair buffer	327	3160
clock buffer	119	2530
clock inverter	56	752
sequential	808	23500
Power is estimated from default activity; no workload was simulated.
