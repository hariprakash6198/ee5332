`design/flow/config.mk`:
```
export PLATFORM = sky130hd
export DESIGN_NAME = model3
export DESIGN_NICKNAME = model3
export VERILOG_FILES = /design/flow/design.v
export SDC_FILE = /design/flow/constraint.sdc
export NUM_CORES = 4
export LEC_CHECK = 1
export CORE_UTILIZATION = 50
```
`design/flow/constraint.sdc`:
```
current_design model3

set clk_period 13.1
set clk_io_pct 0.2

create_clock -name clk0 -period $clk_period [get_ports {clk}]

set non_clock_inputs [all_inputs -no_clocks]
set_input_delay [expr $clk_period * $clk_io_pct] -clock clk0 $non_clock_inputs
set_output_delay [expr $clk_period * $clk_io_pct] -clock clk0 [all_outputs]
```
`design/flow/design.v`:
```
`timescale 1ns / 1ps
module scheduler#(parameter N=4, q=10)
    (
    input [q-1:0] r0,
    input [q-1:0] r1,
    input [q-1:0] r2,
    input [q-1:0] r3,
    output reg [q-1:0] r0_out,
    output reg [q-1:0] r1_out,
    output reg [q-1:0] r2_out,
    output reg [q-1:0] r3_out,
    input clk,
    input rst,
    input en
    );
    always @(posedge clk)
    begin
        if(rst == 0)
        begin
            r0_out <= 10'd0;
            r1_out <= 10'd0;
            r2_out <= 10'd0;
            r3_out <= 10'd0;
        end
        else
        begin
            if(en == 1)
            begin
                r0_out <= -r3;
                r1_out <= r0;
                r2_out <= r1;
                r3_out <= r2;
            end
            else
            begin
                r0_out <= -r3_out;
                r1_out <= r0_out;
                r2_out <= r1_out;
                r3_out <= r2_out;
            end
        end
    end
endmodule
module adder #(parameter N=4, q=10)
    (
    input [N-1:0] r2,
    input [q-1:0] c_0,
    input [q-1:0] c_1,
    input [q-1:0] c_2,
    input [q-1:0] c_3,
    output [q-1:0] out_0
    );
    assign out_0 = ((r2[0])?c_0:0) + ((r2[1])?c_1:0) + ((r2[2])?c_2:0) + ((r2[3])?c_3:0);
endmodule
module model3
    #(parameter N=4, q=10)
    (
    input clk,
    input reset_n,
    input [q - 1:0] c1_0_in,
    input [q - 1:0] c1_1_in,
    input [q - 1:0] c1_2_in,
    input [q - 1:0] c1_3_in,
    input [N-1:0] r2_in,
    input [q - 1:0] c2_0_in,
    input [q - 1:0] c2_1_in,
    input [q - 1:0] c2_2_in,
    input [q - 1:0] c2_3_in,
    output reg [q - 1:0] out_0,
    output reg [q - 1:0] out_1,
    output reg [q - 1:0] out_2,
    output reg [q - 1:0] out_3
    );
    reg [q-1:0] c1_0,c1_1,c1_2,c1_3;
    reg [N-1:0] r2;
    reg [q-1:0] c2_0,c2_1,c2_2,c2_3;
    reg [1:0] counter;
    reg init;
    wire [q-1:0] r_0,r_1,r_2,r_3,r_0_out,r_1_out,r_2_out,r_3_out;
    wire en;
    wire [q-1:0] c_0,c_1,c_2,c_3,out;
    scheduler k0 (r_0,r_1,r_2,r_3,r_0_out,r_1_out,r_2_out,r_3_out,clk,reset_n,en);
    assign r_0 = c1_0;
    assign r_1 = -c1_3;
    assign r_2 = -c1_2;
    assign r_3 = -c1_1;
    assign en = (counter == 0)? 1:0;
    adder k1 (r2,c_0,c_1,c_2,c_3,out);
    assign c_0 = (counter == 0)?c1_0:r_0_out;
    assign c_1 = (counter == 0)?-c1_3:r_1_out;
    assign c_2 = (counter == 0)?-c1_2:r_2_out;
    assign c_3 = (counter == 0)?-c1_1:r_3_out;
    always @(posedge clk)
    begin
    if(reset_n == 1'b0)
        begin
            out_0 <= 10'd0;
            out_1 <= 10'd0;
            out_2 <= 10'd0;
            out_3 <= 10'd0;
            init <= 0;
            counter <= 2'd0;
        end
    else
        begin
            if(init == 0)
            begin
                c1_0 <= c1_0_in;
                c1_1 <= c1_1_in;
                c1_2 <= c1_2_in;
                c1_3 <= c1_3_in;
                c2_0 <= c2_0_in;
                c2_1 <= c2_1_in;
                c2_2 <= c2_2_in;
                c2_3 <= c2_3_in;
                r2 <= r2_in;
                init <= 1;
            end
            else
            begin
                counter <= counter + 1;
                if(counter == 0)
                    out_0 <= out;                
                else
                if(counter == 1)
                    out_1 <= out;    
                else
                if(counter == 2)
                    out_2 <= out;
                else
                if(counter == 3)
                    out_3 <= out;
                if(counter == 3)
                begin
                    c1_0 <= c1_0_in;
                    c1_1 <= c1_1_in;
                    c1_2 <= c1_2_in;
                    c1_3 <= c1_3_in;
                    c2_0 <= c2_0_in;
                    c2_1 <= c2_1_in;
                    c2_2 <= c2_2_in;
                    c2_3 <= c2_3_in;
                    r2 <= r2_in;
                end    
            end
        end
    end
endmodule
```
`design/flow/run.sh`:
```
#!/bin/bash
# OpenROAD 26Q1-2900-gdf79404cd8, Yosys 0.63+post, stock flow scripts
make -C /OpenROAD-flow-scripts/flow DESIGN_CONFIG=/design/flow/config.mk WORK_HOME=/design/flow/orfs finish
```
==> impl_metrics.json <==
{
  "global_route_wire_length_before_repair_mm": 22.7,
  "final_design_area_no_fill_um2": 7920,
  "wl_per_cell_um": 15.3,
  "avgSynthCellArea_um2": 9.84,
  "final.period_utilization": 0.377,
  "measured_slew_at_the_worst_slew_check_pin_ns": 0.941,
  "synth.yosys.chip_area_um2": 6310,
  "required_ns": 13.36,
  "first_global_vias": 4534,
  "comb_power_share": 0.223,
  "route.vias.total": 4593,
  "layout_top_cell_excl_fill_tap": "sky130_fd_sc_hd__nand2_1",
  "post-route-min-period_ns": 4.94,
  "max_freq_ghz": 0.202,
  "synth.yosys.num_cells": 641,
  "slew_headroom": 0.371,
  "holdCritPathClass": "reg -> reg",
  "seq_power_share": 0.376,
  "routed_via_density": 5.12,
  "yosys_warnings": 2,
  "worstSkewPairLatency_ns": 0.41,
  "report.power.total_uw": 1220,
  "setup_total_negative_slack_ns": 0,
  "post_synth_main_area_contributors": "sky130_fd_sc_hd__dfxtp_1 26%, sky130_fd_sc_hd__edfxtp_1 21%, sky130_fd_sc_hd__fa_1 5.7%",
  "ir_drop_worst_vdd_mv": 0.103,
  "post-dp-hpwl_mm": 9.78,
  "grt_start_max_net_pins": 68,
  "p_leak_uw": 0.00306,
  "postCtsSetupRepairBufs": 0,
  "top_level_ports": 126,
  "tritoncts": "built",
  "remaining_drc_errors": 0,
  "std_cell_rows": 40,
  "netlist.area_leader.share": 0.263,
  "final-setup-viol-count": 0,
  "p_int_uw": 876,
  "drv.max_cap_violation_count": 0,
  "grt_setup_unrepaired": "no",
  "drt_first_pass_iters": 4,
  "status": "completed",
  "report.final.hold_viol_count": 0,
  "clock_group_share_of_total_power": 0.400,
  "synth.cell_area_um2": 6310,
  "h-tree-depth": 4,
  "number_of_different_library_cells_in_the_post_synthesis_netlist": 49,
  "drv_slew": 0,
  "switching_share": 0.281,
  "floorplan.initialDensity": 0.519,
  "final_layout_top_logic_cells": "87 x sky130_fd_sc_hd__nand2_1, 85 x sky130_fd_sc_hd__clkdlybuf4s50_1, 83 x sky130_fd_sc_hd__dfxtp_1",
  "gp_routability_congestion": 0.852,
  "port_buffers": 85,
  "fraction_of_synthesis_flops_using_an_asynchronous_set_or_reset_pin": 0,
  "core_area_um2": 12200,
  "numSynthFlops": 127,
  "global_route.usage.total": 0.239,
  "routed_wirelength_mm": 13.7,
  "clk_pin_slew_worst_paths_ns": 0.06,
  "cts-buffers-inserted": 17,
  "p_sw_uw": 343,
  "drive_gt1_frac": 0.0700,
  "dominantRegCellSynth": "sky130_fd_sc_hd__dfxtp_1",
  "critical_path.startpoint_type": "flop",
  "layout_overhead_on_the_synthesized_area_pct": 25.5,
  "postSynthSeqShare": 0.473,
  "timing.critical_path.fanout_max": 25,
  "syn-instance-count": 641,
  "endpoint_kind": "flop",
  "antenna_left": 0,
  "log.warning_count": 70,
  "number_of_sinks_driven_by_the_clock_tree": 127,
  "critical_path_arrival_ns": 5.21,
  "detailed_place.area_um2": 7290,
  "chip_area_um2": 13100,
  "grt-ovfl-total": 0,
  "clock_skew_ns": 0.00823,
  "detail_route.antenna_diodes": 0,
  "enable_flop_cells": 44,
  "area_leader_netlist": "sky130_fd_sc_hd__dfxtp_1",
  "post_cts_hold_buffer_count": 0,
  "post_cts.resized_instances": 0,
  "detailedRoute.firstIterationViolations": 311,
  "die_h_um": 114,
  "clock_tree.buffer_depth": 2,
  "die_width_um": 114,
  "antenna_found_initial": 0,
  "clock_tree.root_cell": "sky130_fd_sc_hd__clkbuf_16",
  "worst-setup-path-type": "reg -> reg",
  "pwr_density_cell_nw_per_um2": 154
}
==> flip-flops by register name, summed over array words and instances (netlist names) <==
| register | flops |
|---|---|
| out_1 | 10 |
| init | 1 |
| c1_1 | 10 |
| c1_0 | 10 |
| counter | 2 |
| out_2 | 10 |
| k0.r2_out | 10 |
| k0.r1_out | 10 |
| k0.r0_out | 10 |
| c1_3 | 10 |
| out_3 | 10 |
| k0.r3_out | 10 |
| out_0 | 10 |
| r2 | 4 |
| c1_2 | 10 |
==> synthesized netlist by cell type, types with 4 or more instances <==
master	instances
sky130_fd_sc_hd__o31ai_1	4
sky130_fd_sc_hd__o21ai_0	7
sky130_fd_sc_hd__nor4_1	7
sky130_fd_sc_hd__clkbuf_1	26
sky130_fd_sc_hd__or3_1	6
sky130_fd_sc_hd__mux2i_1	26
sky130_fd_sc_hd__nor2_1	57
sky130_fd_sc_hd__inv_1	36
sky130_fd_sc_hd__ha_1	18
sky130_fd_sc_hd__buf_1	7
sky130_fd_sc_hd__o311ai_0	4
sky130_fd_sc_hd__nor3_1	10
sky130_fd_sc_hd__nor2b_1	25
sky130_fd_sc_hd__xnor2_1	30
sky130_fd_sc_hd__and2_1	13
sky130_fd_sc_hd__xor2_1	15
sky130_fd_sc_hd__edfxtp_1	44
sky130_fd_sc_hd__nand2_1	87
sky130_fd_sc_hd__fa_1	18
sky130_fd_sc_hd__mux2_2	11
sky130_fd_sc_hd__dfxtp_1	83
sky130_fd_sc_hd__a21oi_1	41
sky130_fd_sc_hd__nand2b_1	8
sky130_fd_sc_hd__a211oi_1	10
sky130_fd_sc_hd__nand3_1	12
==> worst paths after layout <==
kind	cells after the start	from	slack, ns	endpoint
worst max-delay path	16	counter[0]$_SDFFE_PN0P_	8.16	out_2[9]$_SDFFE_PN0P_
worst min-delay path	2	out_0[6]$_SDFFE_PN0P_	0.45	out_0[6]$_SDFFE_PN0P_
worst max register to register	16	counter[0]$_SDFFE_PN0P_	8.16	out_2[9]$_SDFFE_PN0P_
worst min register to register	2	out_0[6]$_SDFFE_PN0P_	0.45	out_0[6]$_SDFFE_PN0P_
==> final cells by class <==
type	instances	area (um2)
Clock inverter	12	155
Tap cell	168	210
Multi-Input combinational cell	442	3060
Fill cell	960	4250
Clock buffer	20	468
Timing Repair Buffer	91	896
Inverter	37	139
Sequential cell	127	2980
==> cell families after synthesis <==
group	Yosys count	synth area share
mux	37	0.0609
compound gates	84	0.0837
xor+xnor	46	0.0660
simple gates	239	0.180
fa+ha+maj	36	0.0928
buf+inv	72	0.0432
flops	127	0.473
==> per-layer routing <==
metal  up-vias  wire length (um)  part of all wire  global-route usage
li1       2315                 -                 -                   -
met1      2173              6740              0.49               0.394
met2        97              6030              0.44               0.355
met3         8               769             0.056              0.0556
met4         0               156             0.011              0.0234
met5         -                 0                 0                   0
==> worst max-delay path: stages, from the launching register on <==
cell                        delay (ns)
sky130_fd_sc_hd__dfxtp_1          0.34
sky130_fd_sc_hd__inv_1            0.12
sky130_fd_sc_hd__ha_1             0.30
sky130_fd_sc_hd__buf_4            0.35
sky130_fd_sc_hd__mux2i_1          0.34
sky130_fd_sc_hd__nor2b_1          0.11
sky130_fd_sc_hd__fa_1             0.51
sky130_fd_sc_hd__fa_1             0.53
sky130_fd_sc_hd__ha_1             0.25
sky130_fd_sc_hd__fa_1             0.40
sky130_fd_sc_hd__a21o_1           0.19
sky130_fd_sc_hd__a21oi_1          0.22
sky130_fd_sc_hd__o21bai_1         0.11
sky130_fd_sc_hd__a2111oi_0        0.40
sky130_fd_sc_hd__nor3_1           0.13
sky130_fd_sc_hd__xnor2_1          0.37
sky130_fd_sc_hd__o31ai_1          0.10
==> power by group through the flow <==
stage | clock (uW) | combinational [uW] | sequential [uW]
after CTS | 495 | 275 | 459
after global routing | 513 | 304 | 462
final | 488 | 272 | 459
==> per-stage QoR <==
step,cells,setup WS (ns),utilization,hold WS [ns]
6_report,897,8.16,0.651,0.452
5_1_grt,897,7.72,0.651,0.475
2_1_floorplan,641,7.62,-,0.422
3_5_place_dp,865,8.16,0.600,0.447
3_3_place_gp,865,8.17,0.600,0.443
4_1_cts,897,8.15,0.651,0.455
No activity file was given, so power comes from the tool's default toggle rates.
